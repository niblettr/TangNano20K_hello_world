`flow/config.mk`:
```
export PLATFORM = sky130hd
export DESIGN_NAME = uart
export DESIGN_NICKNAME = uart
export VERILOG_FILES = /design/flow/design.v
export SDC_FILE = /design/flow/constraint.sdc
export NUM_CORES = 4
export LEC_CHECK = 1
export CORE_UTILIZATION = 50
```
`flow/design.v`:
```
module fifo #(
    parameter DATA_WIDTH = 8,    
    parameter DEPTH      = 16    
)(
    input                   clock,       
    input                   reset,       
    input                   write_en,    
    input                   read_en,     
    input  [DATA_WIDTH-1:0] data_in,     
    output [DATA_WIDTH-1:0] data_out,    
    output                  full,        
    output                  empty        
);
reg [DATA_WIDTH-1:0] fifo_array [0:DEPTH-1];
reg [$clog2(DEPTH)-1:0] write_ptr;
reg [$clog2(DEPTH)-1:0] read_ptr;
reg [$clog2(DEPTH):0]   count;
reg read_en_d;
reg write_en_d;
    always @(posedge clock or posedge reset) begin
        if (reset) begin
            read_en_d  <= 1'b1;
            write_en_d <= 1'b1;
        end else begin
            read_en_d  <= read_en;
            write_en_d <= write_en;
        end
    end
    always @(posedge clock or posedge reset) begin
        if (reset) begin
            write_ptr <= 0;
        end else if (write_en && !write_en_d && !full) begin
            fifo_array[write_ptr] <= data_in;
            write_ptr <= (write_ptr == DEPTH-1) ? 1'b0 : write_ptr + 1'b1;
        end
    end
    always @(posedge clock or posedge reset) begin
        if (reset) begin
            read_ptr <= 0;
        end else if (read_en && !read_en_d && !empty) begin
            read_ptr <= (read_ptr == DEPTH-1) ? 1'b0 : read_ptr + 1'b1;
        end
    end
    always @(posedge clock or posedge reset) begin
        if (reset) begin
            count <= 0;
        end else begin
            case ({write_en && !write_en_d && !full, read_en && !read_en_d && !empty})
                2'b10: count <= count + 1'b1;   
                2'b01: count <= count - 1'b1;   
                default: count <= count;        
            endcase
        end
    end
    assign data_out = fifo_array[read_ptr];
    assign full     = (count == DEPTH);
    assign empty    = (count == 0);
endmodule
module uart #(
    parameter CLOCK_FREQUENCY = 27000000,  
    parameter BAUD_RATE = 115200           
)(
    input       clock,                       
    input       reset,
    output reg  uart_tx_pin,
    input       uart_rx_pin,
    input [7:0] tx_fifo_data_in,
    input       tx_fifo_write_en,
    output      tx_fifo_full,
    output reg  rx_fifo_empty,    
    output reg  [7:0] rx_fifo_data_out,
    output reg  UartPacketReceived,
    input       rx_fifo_read_en
);
localparam BAUD_DIVISOR = CLOCK_FREQUENCY / BAUD_RATE;
reg      tx_fifo_read_en;
reg [7:0]tx_fifo_data_out;
fifo #(.DATA_WIDTH(8),
    .DEPTH(32)
) fifo_tx_inst (
    .clock(clock),
    .reset(reset),
    .write_en(tx_fifo_write_en),
    .read_en(tx_fifo_read_en),
    .data_in(tx_fifo_data_in),
    .data_out(tx_fifo_data_out),
    .full(tx_fifo_full),
    .empty(tx_fifo_empty)
    );
reg      rx_fifo_write_en;
reg [7:0]rx_fifo_data_in;
fifo #(
    .DATA_WIDTH(8),
    .DEPTH(32)
) fifo_rx_inst (
    .clock(clock),
    .reset(reset),
    .write_en(rx_fifo_write_en),
    .read_en(rx_fifo_read_en),
    .data_in(rx_fifo_data_in),
    .data_out(rx_fifo_data_out),
    .full(rx_fifo_full),
    .empty(rx_fifo_empty)
);
    reg [15:0] idle_period_counter  = 0;
    reg idle_counter_started = 1'b0;
localparam BYTE_PERIOD = BAUD_DIVISOR * 10;   
reg [15:0] tx_baud_counter = 0;               
reg [3:0]  bit_index = 0;                     
reg [9:0]  tx_shift_reg = 10'b1111111111;     
reg        transmitting = 1'b0;               
    always @(posedge clock) begin
    tx_fifo_read_en <= 1'b0;
        if (!transmitting) begin
           uart_tx_pin <= 1'b1;   
           if (!tx_fifo_empty) begin
               transmitting       <= 1'b1;
               tx_shift_reg       <= {1'b1, tx_fifo_data_out, 1'b0};  
               tx_fifo_read_en    <= 1'b1;
               tx_baud_counter    <= 0;
               bit_index          <= 0;
           end
       end else begin
           if (tx_baud_counter < BAUD_DIVISOR - 1) begin
             tx_baud_counter <= tx_baud_counter + 1'b1;
           end else begin
             tx_baud_counter <= 0;
             uart_tx_pin     <= tx_shift_reg[0];          
             tx_shift_reg    <= {1'b1, tx_shift_reg[9:1]};  
             bit_index       <= bit_index + 1'b1;
             if (bit_index == 9) begin
                transmitting <= 1'b0;  
              end
           end
        end
    end
    reg [15:0] rx_baud_counter = 0;             
    reg [7:0]  rx_bit_index = 0;                
    reg [7:0]  rx_shift_reg = 8'b0;             
    reg        receiving = 1'b0;                
    reg uart_rx_pin_sync1 = 1;
    reg uart_rx_pin_sync2 = 1;   
    always @(posedge clock) begin
        uart_rx_pin_sync1 <= uart_rx_pin;
        uart_rx_pin_sync2 <= uart_rx_pin_sync1;
        UartPacketReceived <= 1'b0;
    if (!receiving && !uart_rx_pin_sync2 ) begin
        receiving <= 1'b1;
        rx_baud_counter <= BAUD_DIVISOR / 2;  
        rx_bit_index <= 0;
        idle_counter_started <= 1'b0;        
    end
    if (receiving) begin
        if (rx_baud_counter < BAUD_DIVISOR - 1) begin
            rx_baud_counter <= rx_baud_counter + 1'b1;            
        end else begin
            rx_baud_counter <= 0;            
            if (rx_bit_index >= 1 && rx_bit_index <= 8) begin
                rx_shift_reg <= {uart_rx_pin_sync2, rx_shift_reg[7:1]};
            end
            rx_bit_index <= rx_bit_index + 1'b1;
            if (rx_bit_index == 9) begin               
               if (uart_rx_pin_sync2 && !rx_fifo_full) begin
                  rx_fifo_write_en <= 1'b1;           
                  rx_fifo_data_in <= rx_shift_reg;    
               end
                receiving <= 1'b0;                     
                idle_period_counter <= 0;              
                idle_counter_started <= 1'b1;
            end
        end
    end else begin
        rx_fifo_write_en <= 1'b0;  
        if (idle_counter_started) begin
            if (idle_period_counter < BYTE_PERIOD) begin
                idle_period_counter <= idle_period_counter + 1'b1;
            end else begin
                UartPacketReceived   <= 1'b1;  
                idle_period_counter  <= 0;     
                idle_counter_started <= 1'b0;
            end
        end
    end
end
endmodule
```
`flow/constraint.sdc`:
```
current_design uart

set clk_period 4.6
set clk_io_pct 0.2

create_clock -name clk0 -period $clk_period [get_ports {clock}]

set non_clock_inputs [all_inputs -no_clocks]
set_input_delay [expr $clk_period * $clk_io_pct] -clock clk0 $non_clock_inputs
set_output_delay [expr $clk_period * $clk_io_pct] -clock clk0 [all_outputs]
```
`flow/run.sh`:
```
#!/bin/bash
# OpenROAD 26Q1-2900-gdf79404cd8, Yosys 0.63+post, stock flow scripts
make -C /OpenROAD-flow-scripts/flow DESIGN_CONFIG=/design/flow/config.mk WORK_HOME=/design/flow/orfs finish
```
==> GITHUB_STEP_SUMMARY <==
### Metrics collected by this job

| Metric | Value |
|---|---|
| Post-synth EDFFs | `589` |
| Max cap viols | `0` |
| Mapped Avg Cell Area | `~15 um2` |
| Worst-Skew Late Latency | `610 ps` |
| Worst-path maximum fanout | `39` |
| Routed WL | `74,860 um` |
| Yosys cell types | `between 80 and 90` |
| Yosys warning tally | `5` |
| Final setup violation count | `0` |
| P_leak | `slightly above 10 nW` |
| Tool Warnings | `47` |
| Post-DRT Antenna Nets | `0` |
| R2R Path Start | `fifo_tx_inst.count[0]$_DFFE_PP0P_` |
| Cell area after synthesis | `approximately 27,000 um2` |
| Cycle use final | `98.63%` |
| Top flop regs | `fifo_rx_inst.fifo_array x256, fifo_tx_inst.fifo_array x256` |
| Status | `complete, no violations` |
| I/O pins | `25` |
| YS chip area | `about 27,000 um2` |
| Min-delay src | `tx_fifo_read_en$_SDFF_PP0_` |
| Fillers | `between 3,000 and 4,000` |
| Switching share of power | `a little under a third` |
| RePlAce Congestion | `1.042` |
| CP Launch Point | `fifo_rx_inst.read_ptr[2]$_DFFE_PP0P_` |
| CTS Hold Bufs | `0` |
| Int Pwr | `11.52 mW` |
| Worst vdd rail ir drop | `~0.00033 V` |
| CTS tree | `built` |
| Total number of vias | `16,300` |
| Top cells excl fill/tap | `edfxtp_1 (589), nor2_1 (117), nand2_1 (115)` |
| GRT Overall Usage | `31.25%` |
| First-pass GRT wire length | `109,900 um` |
| Final max-slew violation count | `0` |
| Fraction of layout cells with a size suffix above 1 | `13.72%` |
| Hold path cells | `0` |
| H-tree depth | `3` |
| Initial antenna violation count | `3` |
| CTS Buf Count | `67` |
| Slew @ Worst Pin | `1015 ps` |
| Vias in the first global route | `16,540` |
| Crit Path Class | `reg -> out` |
| Number of port buffers | `24` |
| Drt wl/cell | `between 20 and 30 um` |
| Final Hold Vio Count | `0` |
| Clock Tree Buf Depth | `3` |
| Flops out of synthesis | `642` |
| Root Buffer | `clkbuf_16` |
| Relative slew slack | `32.05%` |
| Clock net sink count | `between 600 and 700` |
| Startpoint Class | `flip-flop` |
| Seq share, synth | `70.72%` |
| R2r setup slk | `890 ps` |
| Most numerous logic cell after layout | `edfxtp_1` |
| Die width | `233.4 um` |
| Worst R2R End | `fifo_tx_inst.count[5]$_DFFE_PP0P_` |
| Synth-to-Final Area Change | `13.35%` |
| Worst hold path type | `reg -> reg` |
| Die area | `54,470 um2` |
| Drt first-iter violations | `1,280` |
| Grt total ovfl | `0` |
| Max frequency | `220.4 MHz` |
| Period minus WS final | `4537 ps` |
| Post-CTS Setup Inserts | `0` |
| Dominant flop cell | `edfxtp_1` |
| Via density | `6.120` |
| Router iterations before antenna repair | `7` |
| Part of the power in registers | `42.7%` |
| Cells after Synth | `1,825` |
| Clk network pwr share | `31.1%` |
| Pwr dens | `around 560 nW/um2` |
| Pin count of the biggest net entering global routing | `around 40` |
| Core Rows | `84` |
| Worst Reg-to-Reg Cells | `11` |
| P_sw | `around 5.4 mW` |
| CP Capture Type | `output pin` |
| RSZ-0062 raised after global routing | `no` |
| Worst Skew | `15.36 ps` |
| Data required, critical path | `3680 ps` |
| Clock transition at path regs | `60 ps` |
| Die H | `233.4 um` |
| Worst Path Arrival | `3620 ps` |
| Hold path endpoint | `fifo_tx_inst.read_en_d$_DFF_PP1_` |
| Yosys Instances | `1,825` |
| DRC Markers | `0` |
| Total core area | `52,760 um2` |
| Post-synth ARST share | `5.607%` |
| Gate power share | `26.2%` |
| Init Core Util | `about 50%` |
| Total Power | `16.89 mW` |
| TNS Setup | `0 ps` |
| Detailed Place HPWL | `between 40,000 and 50,000 um` |
==> kinds of logic (layout without fill, tap and decap cells) <==
logic type,Yosys count,count (layout),synth area share (%)
XOR/XNOR,41,41,1.341
AND/OR/NAND/NOR,516,516,9.904
other,1,21,0.01401
AND-OR/OR-AND,337,337,9.184
flip-flops,642,642,70.72
adder cells (fa/ha/maj),47,47,2.253
multiplexers,96,96,4.192
buffers and inverters,145,276,2.388
==> critical path, stage by stage (launching register included) <==
cell             delay [ps]
dfrtp_2                 510
buf_12                  280
nand2b_1                390
nor2_1                  240
a222oi_1                450
o211ai_1                200
nor3_1                  360
a31oi_1                 130
clkdlybuf4s50_1         420
==> cell type report <==
class                           count  area [um2]  area share (%)
Tap cell                          688       860.8           2.837
Clock buffer                       83        1788           5.892
Inverter                           46       172.7          0.5690
Antenna cell                        1       2.502        0.008246
Multi-Input combinational cell   1057        7342           24.19
Clock inverter                     38       320.3           1.056
Sequential cell                   642       18940           62.41
Timing Repair Buffer              109       919.6           3.031
==> synth_stat cells, types with 25 or more instances <==
master,count,area (um2)
nor2_1,117,439.2
o21ai_0,61,305.3
edfxtp_1,589,17690
nand2_1,115,431.7
dfrtp_1,32,800.8
clkbuf_1,51,191.4
a22oi_1,67,503.0
nand3_1,74,370.4
buf_2,31,155.2
inv_1,45,168.9
ha_1,45,563.0
a21oi_1,31,155.2
mux2_2,39,439.2
nor2b_1,30,187.7
and2_1,39,244.0
nand4_1,25,156.4
mux2i_1,48,480.5
==> how the worst max path moves through the flow <==
stage / to / cells past startpoint
4_1_cts: rx_fifo_data_out[2] / 10
5_1_grt: rx_fifo_data_out[6] / 8
6_report: rx_fifo_data_out[6] / 8
==> power by group through the flow <==
stage                 clock [mW]  combinational (mW)  sequential, mW
after CTS                   5.34                4.32            7.21
after global routing        5.56                4.77            7.28
final                       5.24                4.43            7.22
==> metal layers <==
| metal | wire length (um) | vias up | track usage, % |
|---|---|---|---|
| li1 | - | 7278 | - |
| met3 | 11950 | 130 | 21.65 |
| met2 | 31720 | 965 | 40.86 |
| met1 | 29340 | 7925 | 47.37 |
| met5 | 72 | - | 0.6434 |
| met4 | 1780 | 6 | 5.601 |
==> stage by stage <==
step	cell area, um2	worst slack (ps)	util (%)	cells	hold slack, ps
detailed placement	28160	385.1	53.37	2542	304.7
CTS	30280	9.894	57.40	2663	314.6
global route	30340	10.59	57.51	2663	319.7
finish	30350	63.04	57.52	2664	314.8
global placement	28160	437.6	53.37	2542	300.3
floorplan	26840	1017	-	1844	293.0
==> what timing repair did <==
action | CTS | global route
gates cloned | 0 | 0
endpoints found under the setup margin | 2 | 6
resized | 6 | 12
Power figures rest on the tool's default switching activity, not on a simulated workload.
