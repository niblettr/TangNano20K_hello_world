--- flow/design.v ---
module led_scroll #(
    parameter CLOCK_FREQUENCY = 27000000,  
    parameter LED_COUNT_DELAY     = 1000  
)(
    input        clock,      
    output [5:0] leds
);
    reg [23:0] count_value_reg = 0;  
    reg [31:0] uart_counter = 0;     
    reg [5:0] led_state = 6'b000001;  
    reg direction = 1'b1;            
    always @(posedge clock) begin
        if (count_value_reg < LED_COUNT_DELAY) begin
            count_value_reg <= count_value_reg + 1'b1;  
        end
        else begin
            count_value_reg <= 0;  
            if (direction) begin
                if (led_state == 6'b100000) 
                    direction <= 1'b0;  
                else 
                    led_state <= led_state << 1;  
            end
            else begin
                if (led_state == 6'b000001) 
                    direction <= 1'b1;  
                else 
                    led_state <= led_state >> 1;  
            end
        end
    end
    generate
        genvar i;  
        for (i = 0; i < 6; i = i + 1) begin
            assign leds[i] = ~led_state[i];  
        end
    endgenerate
endmodule
--- flow/run.sh ---
#!/bin/bash
# OpenROAD 26Q1-2900-gdf79404cd8, Yosys 0.63+post, stock flow scripts
make -C /OpenROAD-flow-scripts/flow DESIGN_CONFIG=/design/flow/config.mk WORK_HOME=/design/flow/orfs finish
--- flow/config.mk ---
export PLATFORM = sky130hd
export DESIGN_NAME = led_scroll
export DESIGN_NICKNAME = led_scroll
export VERILOG_FILES = /design/flow/design.v
export SDC_FILE = /design/flow/constraint.sdc
export NUM_CORES = 4
export LEC_CHECK = 1
export CORE_AREA = 10 10 87 87
export DIE_AREA = 0 0 97 97
--- flow/constraint.sdc ---
current_design led_scroll

set clk_period 3.1
set clk_io_pct 0.2

create_clock -name clk0 -period $clk_period [get_ports {clock}]

set non_clock_inputs [all_inputs -no_clocks]
set_input_delay [expr $clk_period * $clk_io_pct] -clock clk0 $non_clock_inputs
set_output_delay [expr $clk_period * $clk_io_pct] -clock clk0 [all_outputs]
==> results.cfg <==
; yosys + openroad results
[critical_path]
timing.setup.critical_path_class = register to primary output
cp_capture_point = leds[0]
cp-start-kind = register
crit_path_end_kind = primary output
critical_path_required_ns = 2.48
worst_r2r_path_depth = 3
critPathArrivalTime_ns = 1.31
worstReg2RegStart = count_value_reg[12]
timing.critical_path.from = led_state[0]
r2r_slack_ns = 1.27
timing.rr.end = led_state[4]
worstPathMaxFanout = 5

[power_and_ir_drop]
p_per_area_mw_per_mm2 = 705
leakage_power_of_the_design_nw = 0.508
max-vdd-ir-drop_v = 0.000342

[final_timing]
setup_viol = 0
fmax_mhz = 519
finalClockPeriodUsage = 0.622
fin_tns_setup_ns = 0
finalMaxSlewViolations = 0
finalClockSkew_ns = 0.00686
worst_slew_pin_slew_ns = 0.524
layout_min_cycle_time_ns = 1.93
hold_viol_final = 0
rsz0062_at_grt = false
timing.slew.headroom = 0.649
setup_slack_ns = 1.17

[floorplan]
floorplan.rows = 27
die_y_um = 97
initial_core_util = 0.194
floorplan.die_area_mm2 = 0.00941
coreArea_mm2 = 0.00564
floorplan.io_pins = 7
die_x_um = 97

[run]
drv_cap = 0
total_number_of_warnings_across_the_stage_logs = 25

[routing]
detailedRoute.firstPassIterationCount = 4
count_of_antenna_violating_nets_left_after_detailed_routing = 0
route.vias.total = 701
route.detailed.drc = 0
avgRoutedWirePerCell_um = 8.91
drt_first_iter_violations = 83
num_antenna_cells = 0
totalWireLength_um = 1740
detail_route.vias_per_cell = 3.59

[synthesis]
synthesis.yosys.warnings = 1
ys_cells = 99
top_cell = dfxtp_1
ys_types = 35
syn-mean-instance-area_um2 = 11.1
yosys_area_mm2 = 0.00110
synthesis.instances = 99
synth.top_cell.area_share = 0.438
post-synth-top-area-cell = dfxtp_1
synth-edff-count = 7
synth-seq-area-share = 0.629
postSynthRegisterBits = 31
synth_cell_count_leaders = 24 x dfxtp_1, 7 x edfxtp_1, 7 x inv_1, 7 x o21ai_0
synthArstFlopShare = 0
commonest_flop = dfxtp_1
synthTopCellsByArea = dfxtp_1 44%, edfxtp_1 19%, o21ai_0 3.2%, inv_1 2.4%, nand3_1 2.3%
synth.cell_area_mm2 = 0.00110

[cts]
post_cts_hold_buffer_count = 0
clock_path_buffers = 2
clock_insertion_delay_at_the_later_pin_of_the_skew_report_ns = 0.28
clock_sink_count = 31
clk_pin_slew_ns = 0.07
cts-htree-levels = 2
tritoncts_clock_tree = yes
cts_resized = 0
cts_setup_buffers = 0
cts-buffers-inserted = 5
clock_tree.root_cell = clkbuf_8

[worst_hold_path]
hold_class = register to register

[global_routing]
grt_antenna_before_repair = 0
maximum_number_of_pins_on_one_net_before_global_route_repair = 15
globalRouteTotalUtil = 0.0366
number_of_global_route_vias_before_repair = 632
grt_overflow_total = 0
grt_first_pass_wirelength_um = 2960

[cells_and_area]
final-comb-area_um2 = 415
final.fill_count = 580
area_delta_synth_final_pct = 25.2
largest_reg_flops = 24
drive_above_1_share = 0.0894
ff_latch_area_um2 = 691
utilization = 0.244

[placed_design]
detailedPlace.worstSlack_ns = 1.21
routabilityCongestion = 0.793
buffers_on_ports = 6
hpwl_dp_um = 1220

[run_status]
run_status = finished clean
[logic make-up (layout without fill, tap and decap cells)]
kind of cell / after synthesis / after routing / share of synthesized area
AND-OR/OR-AND: 19 / 19 / 0.116
XOR/XNOR: 3 / 3 / 0.0239
adder cells (fa/ha/maj): 1 / 1 / 0.0114
buffers and inverters: 10 / 21 / 0.0365
flip-flops: 31 / 31 / 0.629
other: 1 / 14 / 0.00342
AND/OR/NAND/NOR: 34 / 34 / 0.179
[worst min-delay path by stage]
| stage | slack (ns) | start | depth (start not counted) | end |
|---|---|---|---|---|
| 6_report | 0.51 | count_value_reg[8] | 2 | count_value_reg[8] |
| 4_1_cts | 0.50 | count_value_reg[8] | 2 | count_value_reg[8] |
| 5_1_grt | 0.54 | count_value_reg[8] | 2 | count_value_reg[8] |
[per-stage QoR]
| step | hold slack [ns] | area (µm²) | std cells | power [mW] |
|---|---|---|---|---|
| 2_1_floorplan | 0.464 | 1150 | 112 | 0.579 |
| 3_3_place_gp | 0.490 | 1280 | 187 | 0.662 |
| 3_5_place_dp | 0.491 | 1280 | 187 | 0.663 |
| 4_1_cts | 0.505 | 1370 | 195 | 0.983 |
| 5_1_grt | 0.543 | 1370 | 195 | 1.02 |
| 6_report | 0.507 | 1370 | 195 | 0.968 |
[where the power goes]
group / internal (mW) / switching, mW / total [mW]
Combinational: 0.0819 / 0.0545 / 0.136
Sequential: 0.474 / 0.0392 / 0.513
Clock: 0.179 / 0.140 / 0.319
[worst max-delay path, stage by stage, from the launching register on]
cell             delay, ns
edfxtp_1              0.44
inv_1                 0.10
clkdlybuf4s50_1       0.48
[routing by layer]
layer | GRT usage | part of all wire | vias up
met4 | 0.00564 | 0.0092 | 0
met1 | 0.0547 | 0.53 | 305
met3 | 0.0186 | 0.062 | 2
met5 | 0 | 0 | -
li1 | - | - | 386
met2 | 0.0460 | 0.40 | 8
[placed cells by master (no fill, tap or decap), types with 2 or more instances in the layout]
cell type         n
or3_1             2
nand2_1           5
dfxtp_1          24
edfxtp_1          7
nor2_1            3
clkbuf_8          6
nand4_1           2
xor2_1            2
conb_1           14
o21ai_1           2
inv_1             7
a211oi_1          3
nor4_1            3
nor3_1            5
nand3_1           5
clkdlybuf4s50_1   6
o21ai_0           7
[layout make-up]
cell class                 instances  area share
tap                               72      0.0656
multi-input combinational         71       0.302
inverter                           7      0.0191
sequential                        31       0.503
timing repair buffer               6      0.0437
clock buffer                       7      0.0628
clock inverter                     1     0.00364
Power figures rest on the tool's default switching activity, not on a simulated workload.
